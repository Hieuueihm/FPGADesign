===== design.v =====
module de (
    input clk,
    input rst,
    input [7:0] a,
    b,
    output reg [7:0] a_o,
    b_o
);
  always @(posedge clk) begin
    if (rst) begin
      a_o <= 0;
      b_o <= 0;
    end else begin
      a_o <= a;
      b_o <= b;
    end
  end
endmodule
module pe (
    input clk,
    input rst,
    input [7:0] a,
    b,
    input [15:0] c,
    output reg [7:0] a_o,
    b_o,
    output reg [15:0] cab_o
);
  always @(posedge clk) begin
    if (rst) begin
      a_o   <= 0;
      b_o   <= 0;
      cab_o <= 0;
    end else begin
      a_o   <= a;
      b_o   <= b;
      cab_o <= c + a * b;
    end
  end
endmodule
module systolic (
    input start_i,
    input [7:0] a1,
    a2,
    a3,
    a4,
    a5,
    a6,
    a7,
    a8,
    a9,
    input [7:0] b1,
    b2,
    b3,
    b4,
    b5,
    b6,
    b7,
    b8,
    b9,
    input clk,
    input rst,
    output reg done_o,
    output reg [15:0] c1,
    c2,
    c3,
    c4,
    c5,
    c6,
    c7,
    c8,
    c9
);
  integer i;
  reg [7:0] ai[0:4], bi[0:4];
  wire [ 7:0] pe_a_o  [18:0];
  wire [ 7:0] pe_b_o  [18:0];
  wire [15:0] pe_cab_o[18:0];
  wire [ 7:0] de_a_o  [ 5:0];
  wire [ 7:0] de_b_o  [ 5:0];
  pe pe0 (
      .clk(clk),
      .rst(rst),
      .a(ai[0]),
      .b(bi[0]),
      .c(16'd0),
      .a_o(pe_a_o[0]),
      .b_o(pe_b_o[0]),
      .cab_o(pe_cab_o[0])
  );
  pe pe1 (
      .clk(clk),
      .rst(rst),
      .a(pe_a_o[0]),
      .b(bi[1]),
      .c(16'd0),
      .a_o(pe_a_o[1]),
      .b_o(pe_b_o[1]),
      .cab_o(pe_cab_o[1])
  );
  pe pe2 (
      .clk(clk),
      .rst(rst),
      .a(pe_a_o[1]),
      .b(bi[2]),
      .c(16'd0),
      .a_o(pe_a_o[2]),
      .b_o(pe_b_o[2]),
      .cab_o(pe_cab_o[2])
  );
  de de0 (
      .clk(clk),
      .rst(rst),
      .a  (pe_a_o[2]),
      .b  (bi[3]),
      .a_o(de_a_o[0]),
      .b_o(de_b_o[0])
  );
  de de1 (
      .clk(clk),
      .rst(rst),
      .a  (de_a_o[0]),
      .b  (bi[4]),
      .a_o(de_a_o[1]),
      .b_o(de_b_o[1])
  );
  pe pe3 (
      .clk(clk),
      .rst(rst),
      .a(ai[1]),
      .b(pe_b_o[0]),
      .c(16'd0),
      .a_o(pe_a_o[3]),
      .b_o(pe_b_o[3]),
      .cab_o(pe_cab_o[3])
  );
  pe pe4 (
      .clk(clk),
      .rst(rst),
      .a(pe_a_o[3]),
      .b(pe_b_o[1]),
      .c(pe_cab_o[0]),
      .a_o(pe_a_o[4]),
      .b_o(pe_b_o[4]),
      .cab_o(pe_cab_o[4])
  );
  pe pe5 (
      .clk(clk),
      .rst(rst),
      .a(pe_a_o[4]),
      .b(pe_b_o[2]),
      .c(pe_cab_o[1]),
      .a_o(pe_a_o[5]),
      .b_o(pe_b_o[5]),
      .cab_o(pe_cab_o[5])
  );
  pe pe6 (
      .clk(clk),
      .rst(rst),
      .a(pe_a_o[5]),
      .b(de_b_o[0]),
      .c(pe_cab_o[2]),
      .a_o(pe_a_o[6]),
      .b_o(pe_b_o[6]),
      .cab_o(pe_cab_o[6])
  );
  de de2 (
      .clk(clk),
      .rst(rst),
      .a  (pe_a_o[4]),
      .b  (de_b_o[1]),
      .a_o(de_a_o[2]),
      .b_o(de_b_o[2])
  );
  pe pe7 (
      .clk(clk),
      .rst(rst),
      .a(ai[2]),
      .b(pe_b_o[3]),
      .c(16'd0),
      .a_o(pe_a_o[7]),
      .b_o(pe_b_o[7]),
      .cab_o(pe_cab_o[7])
  );
  pe pe8 (
      .clk(clk),
      .rst(rst),
      .a(pe_a_o[7]),
      .b(pe_b_o[4]),
      .c(pe_cab_o[3]),
      .a_o(pe_a_o[8]),
      .b_o(pe_b_o[8]),
      .cab_o(pe_cab_o[8])
  );
  pe pe9 (
      .clk(clk),
      .rst(rst),
      .a(pe_a_o[8]),
      .b(pe_b_o[5]),
      .c(pe_cab_o[4]),
      .a_o(pe_a_o[9]),
      .b_o(pe_b_o[9]),
      .cab_o(pe_cab_o[9])
  );
  pe pe10 (
      .clk(clk),
      .rst(rst),
      .a(pe_a_o[9]),
      .b(pe_b_o[6]),
      .c(pe_cab_o[5]),
      .a_o(pe_a_o[10]),
      .b_o(pe_b_o[10]),
      .cab_o(pe_cab_o[10])
  );
  pe pe11 (
      .clk(clk),
      .rst(rst),
      .a(pe_a_o[10]),
      .b(de_b_o[2]),
      .c(pe_cab_o[6]),
      .a_o(pe_a_o[11]),
      .b_o(pe_b_o[11]),
      .cab_o(pe_cab_o[11])
  );
  de de3 (
      .clk(clk),
      .rst(rst),
      .a  (ai[3]),
      .b  (pe_b_o[7]),
      .a_o(de_a_o[3]),
      .b_o(de_b_o[3])
  );
  pe pe12 (
      .clk(clk),
      .rst(rst),
      .a(de_a_o[3]),
      .b(pe_b_o[8]),
      .c(pe_cab_o[7]),
      .a_o(pe_a_o[12]),
      .b_o(pe_b_o[12]),
      .cab_o(pe_cab_o[12])
  );
  pe pe13 (
      .clk(clk),
      .rst(rst),
      .a(pe_a_o[12]),
      .b(pe_b_o[9]),
      .c(pe_cab_o[8]),
      .a_o(pe_a_o[13]),
      .b_o(pe_b_o[13]),
      .cab_o(pe_cab_o[13])
  );
  pe pe14 (
      .clk(clk),
      .rst(rst),
      .a(pe_a_o[13]),
      .b(pe_b_o[10]),
      .c(pe_cab_o[9]),
      .a_o(pe_a_o[14]),
      .b_o(pe_b_o[14]),
      .cab_o(pe_cab_o[14])
  );
  pe pe15 (
      .clk(clk),
      .rst(rst),
      .a(pe_a_o[14]),
      .b(pe_b_o[11]),
      .c(pe_cab_o[10]),
      .a_o(pe_a_o[15]),
      .b_o(pe_b_o[15]),
      .cab_o(pe_cab_o[15])
  );
  de de4 (
      .clk(clk),
      .rst(rst),
      .a  (ai[4]),
      .b  (de_b_o[3]),
      .a_o(de_a_o[4]),
      .b_o(de_b_o[4])
  );
  de de5 (
      .clk(clk),
      .rst(rst),
      .a  (de_a_o[4]),
      .b  (pe_b_o[12]),
      .a_o(de_a_o[5]),
      .b_o(de_b_o[5])
  );
  pe pe16 (
      .clk(clk),
      .rst(rst),
      .a(de_a_o[5]),
      .b(pe_b_o[13]),
      .c(pe_cab_o[12]),
      .a_o(pe_a_o[16]),
      .b_o(pe_b_o[16]),
      .cab_o(pe_cab_o[16])
  );
  pe pe17 (
      .clk(clk),
      .rst(rst),
      .a(pe_a_o[16]),
      .b(pe_b_o[14]),
      .c(pe_cab_o[13]),
      .a_o(pe_a_o[17]),
      .b_o(pe_b_o[17]),
      .cab_o(pe_cab_o[17])
  );
  pe pe18 (
      .clk(clk),
      .rst(rst),
      .a(pe_a_o[17]),
      .b(pe_b_o[15]),
      .c(pe_cab_o[14]),
      .a_o(pe_a_o[18]),
      .b_o(pe_b_o[18]),
      .cab_o(pe_cab_o[18])
  );
  always @(posedge clk) begin
  if (rst) begin
      ai[0] <= 0;
      ai[1] <= 0;
      ai[2] <= 0;
      ai[3] <= 0;
      ai[4] <= 0;
      bi[0] <= 0;
      bi[1] <= 0;
      bi[2] <= 0;
      bi[3] <= 0;
      bi[4] <= 0;
      c1 <= 0;
      c2 <= 0;
      c3 <= 0;
      c4 <= 0;
      c5 <= 0;
      c6 <= 0;
      c7 <= 0;
      c8 <= 0;
      c9 <= 0;
      done_o <= 0;
	end else 
    if (start_i) begin
      i = i + 1;
    end else begin
      i = 0;
    end
    case (i)
      1: begin
        ai[0] <= a1;
        ai[1] <= a2;
        ai[2] <= a3;
        ai[3] <= 0;
        ai[4] <= 0;
        bi[0] <= b1;
        bi[1] <= b4;
        bi[2] <= b7;
        bi[3] <= 0;
        bi[4] <= 0;
      end
      2: begin
        ai[0] <= 0;
        ai[1] <= a4;
        ai[2] <= a5;
        ai[3] <= a6;
        ai[4] <= 0;
        bi[0] <= 0;
        bi[1] <= b2;
        bi[2] <= b5;
        bi[3] <= b8;
        bi[4] <= 0;
      end
      3: begin
        ai[0] <= 0;
        ai[1] <= 0;
        ai[2] <= a7;
        ai[3] <= a8;
        ai[4] <= a9;
        bi[0] <= 0;
        bi[1] <= 0;
        bi[2] <= b3;
        bi[3] <= b6;
        bi[4] <= b9;
      end
      7: begin
        c1 <= pe_cab_o[18];
        c2 <= pe_cab_o[15];
        c3 <= pe_cab_o[11];
        c4 <= pe_cab_o[17];
        c7 <= pe_cab_o[16];
      end
      8: begin
        c5 <= pe_cab_o[18];
        c6 <= pe_cab_o[15];
        c8 <= pe_cab_o[17];
      end
      9: begin
        c9 <= pe_cab_o[18];
        done_o <= 1;
      end
      default: begin
        ai[0] <= 0;
        ai[1] <= 0;
        ai[2] <= 0;
        ai[3] <= 0;
        ai[4] <= 0;
        bi[0] <= 0;
        bi[1] <= 0;
        bi[2] <= 0;
        bi[3] <= 0;
        bi[4] <= 0;
      end
    endcase
  end
endmodule

===== run.sh =====
#!/bin/bash
# OpenROAD 26Q1-2900-gdf79404cd8, Yosys 0.63+post, stock flow scripts
make -C /OpenROAD-flow-scripts/flow DESIGN_CONFIG=/design/flow/config.mk WORK_HOME=/design/flow/orfs finish

===== config.mk =====
export PLATFORM = sky130hd
export DESIGN_NAME = systolic
export DESIGN_NICKNAME = systolic
export VERILOG_FILES = /design/flow/design.v
export SDC_FILE = /design/flow/constraint.sdc
export NUM_CORES = 4
export LEC_CHECK = 1
export CORE_UTILIZATION = 40

===== constraint.sdc =====
current_design systolic

set clk_period 17.8
set clk_io_pct 0.2

create_clock -name clk0 -period $clk_period [get_ports {clk}]

set non_clock_inputs [all_inputs -no_clocks]
set_input_delay [expr $clk_period * $clk_io_pct] -clock clk0 $non_clock_inputs
set_output_delay [expr $clk_period * $clk_io_pct] -clock clk0 [all_outputs]

==> reports/metrics.cfg <==
[status]
status=finished clean

[clock_network]
postCtsSetupBuffers=0
post_cts_resized=0
clockBufferDepth=3
clkTransAtPathRegs_ps=60
cts_tree=built
clockRootBuffer=clkbuf_16
cts_hold_buf=0
h-tree-depth=3
clkLatencyLatePin_ps=740
cts_sinks=833
cts_made_buffers=97

[route]
vias=45000
wl_per_cell_um=14.3
diodes=0
antenna_left=0
drc=0
avgViaCountPerCell=4.53
firstDrtPassIters=8
wl_um=142000
drt_iter0_drc=1411

[placement]
placed_area_um2=74200
place_hpwl_um=113000
place.gp.congestion=0.881
post-place-ws_ps=8720
io_buffers=291

[synthesis]
yosysTopAreaCell=fa_1
topCellsByArea=fa_1 (26%), dfxtp_1 (20%), ha_1 (12%)
postSynthSeqShare=0.263
syn_area_um2=69000
synth_stat.cells=7330
yosysChipArea_um2=69000
async_reset_ff_frac=0
numSynthFlops=833
yosys_most_used_dff=dfxtp_1
synth-edff-count=144
most_common_cell=inv_1
synthDistinctLibCells=60
synth_cells=7330
ys.warnings.count=7
postSynthAreaPerCell_um2=9.41
common_cells=inv_1 (1628), fa_1 (880), and2_1 (805)
top_cell_area_share=0.255

[sta]
period_needed_ps=8310
setup_violations=0
slew_headroom=0.402
maxSlewViolCount=0
tns_ps=0
fin_skew_ps=49.5
max_freq_mhz=120
tightest_slew_ps=897
fin_ws_ps=9490
final.period_utilization=0.467
hold_viol_final=0
rsz0062_at_grt=false

[hold_path]
holdPathEnd=de2.b_o[6]
whs_path_depth=1
min-delay-path-class=reg -> reg
worstHoldStart=de1.b_o[6]

[global_routing]
track_usage=0.179
grt_antenna_before_repair=1
grt_remaining_overflow=0
grt_pass1_vias=46200
grt_max_degree=140
grt_pass1_wl_um=239000

[die]
core_um2=172000
floorplanUtilization=0.402
die_h_um=417
rows=152
dieWidth_um=417
dieArea_um2=174000
top_level_ports=292

[power]
p_per_area_nw_per_um2=58.9
switching_share=0.259
switching_power_mw=1.18
power_frac_comb=0.085
p_leak_nw=38.2
ir_drop_v=0.0000709
p_clk_frac=0.448
totalPowerFinal_mw=4.57
p_seq_frac=0.467
power.internal_mw=3.39

[finish]
utilization=0.452
syn_to_final_growth_pct=12.4
drive_gt1_frac=0.0290
fin_area_um2=77600

[critical_path]
worst-setup-path-type=in -> reg
crit_path_frequent_cell=buf_4
arrival_ps=8870
r2r_setup_slack_ps=12000
rr_startpoint=i[0]
slowest_stage=buf_4
crit_chain=buf_8 -> buf_4 -> and4b_1 -> a2111oi_0 -> a211oi_1 -> a221oi_1 -> o2111ai_1 -> o41a_1 -> nor2_4 -> buf_4 -> buf_4 -> and3_1
start_kind=input port
critPathMaxStageDelay_ps=720
worstPathRequired_ps=18360
rr_worst_depth=11
endpoint_kind=flip-flop
worstReg2RegEnd=c2[12]
critPathMaxFanout=93

[flow_run]
cap_violations=0
warnings=27

==> critical path: cells and delay by family <==
kind | cells | cell delay (ps)
AOI/OAI and AO/OA | 5 | 1750
buffers and inverters | 4 | 2500
and+or+nand+nor | 3 | 810
==> how the worst max path moves through the flow <==
| stage | start | slack [ps] | to |
|---|---|---|---|
| 5_1_grt | rst | 9200 | c3[5] |
| 4_1_cts | rst | 9520 | c7[10] |
| 6_report | rst | 9490 | c2[12] |
==> layout by cell type, fill, tap and decap left out, types with 8 or more instances in the layout <==
cell type        synthesis  final
a22oi_1                 31     31
nor2b_1                385    385
clkbuf_8                 0     19
ha_1                   671    671
nand3_1                 33     33
inv_6                    0     13
a21boi_0                16     16
nor2_1                 253    252
edfxtp_1               144    144
clkdlybuf4s50_1          0    290
xor2_1                  80     80
nand4_1                 12     12
or3_1                   16     16
a32oi_1                 30     30
clkinvlp_4               0     12
clkbuf_16                0     97
xnor2_1                171    171
clkinv_2                 0     14
a22o_1                  33     33
or2_2                    9      9
o21a_1                  16     16
buf_4                    4     24
nand2_1                653    652
nor3_1                 101    100
nand2b_1                22     22
inv_1                 1628   1627
a211o_1                 12     12
bufinv_16                0      8
a31oi_1                 25     25
fa_1                   880    880
dfxtp_1                689    689
a21o_1                  46     46
a2111oi_0                8      8
o21ai_0                109    109
and2_1                 805    805
and3_1                  88     88
a21oi_1                115    115
clkbuf_1               166     11
==> layer usage <==
layer,vias up,GRT usage,share of wire
met5,-,0,0
met4,0,0.0353,0.024
met3,164,0.0568,0.076
met2,933,0.273,0.44
met1,21300,0.261,0.46
li1,22600,-,-
==> through the flow <==
step                      instances  hold slack, ps
final                          9935             433
after global routing           9935             448
after CTS                      9935             437
after detailed placement       9753             423
after global placement         9753             420
after floorplan                7330             403
==> power groups by stage <==
stage / combinational, mW / sequential [mW] / clock, mW
after CTS: 0.399 / 2.14 / 2.11
after global routing: 0.450 / 2.15 / 2.19
final: 0.390 / 2.13 / 2.05
==> logic make-up (layout without fill, tap and decap cells) <==
kind of cell / count (synthesis) / after routing / share of synthesized area
compound gates: 456 / 456 / 0.0428
buf+inv: 1831 / 2126 / 0.101
fa+ha+maj: 1551 / 1551 / 0.377
flops: 833 / 833 / 0.263
xor+xnor: 251 / 251 / 0.0319
simple gates: 2404 / 2404 / 0.185
mux: 4 / 4 / 0.000580
==> area by class of cell <==
| class | count | area [um2] |
|---|---|---|
| Clock buffer | 127 | 2730 |
| Clock inverter | 55 | 642 |
| Fill cell | 16000 | 94000 |
| Inverter | 1628 | 6110 |
| Multi-Input combinational cell | 4666 | 44000 |
| Sequential cell | 833 | 18100 |
| Tap cell | 2310 | 2890 |
| Timing Repair Buffer | 316 | 3120 |
Power figures rest on the tool's default switching activity, not on a simulated workload.
