==> /design/flow/design.v <==
module alu_decoder (
    input  [5:0] Funct,
    input  [1:0] ALUOp,
    output [2:0] ALUControl
);
  assign ALUControl = (ALUOp == 2'b00) ? 3'b010: 
                    (ALUOp[0] == 1'b1) ? 3'b110:
                    ((ALUOp[1] == 1'b1) & (Funct == 6'b100000)) ? 3'b010:
                    ((ALUOp[1] == 1'b1) & (Funct == 6'b100010)) ? 3'b110:
                    ((ALUOp[1] == 1'b1) & (Funct == 6'b100100)) ? 3'b000:
                    ((ALUOp[1] == 1'b1) & (Funct == 6'b100101)) ? 3'b001:
                    ((ALUOp[1] == 1'b1) & (Funct == 6'b101010)) ? 3'b111: 3'b000;
endmodule
module control_unit (
    input [5:0] Opcode,
    input [5:0] Funct,
    output MemtoReg,
    MemWrite,
    Branch,
    ALUSrc,
    RegDst,
    RegWrite,
    output [2:0] ALUControl
);
  wire [1:0] ALUOp;
  main_decoder MAIN_DECODER (
      .Opcode(Opcode),
      .MemtoReg(MemtoReg),
      .MemWrite(MemWrite),
      .Branch(Branch),
      .ALUSrc(ALUSrc),
      .RegDst(RegDst),
      .RegWrite(RegWrite),
      .ALUOp(ALUOp)
  );
  alu_decoder ALU_DECODER (
      .Funct(Funct),
      .ALUOp(ALUOp),
      .ALUControl(ALUControl)
  );
endmodule
module main_decoder (
    input [5:0] Opcode,
    output MemtoReg,
    output MemWrite,
    output Branch,
    ALUSrc,
    RegDst,
    RegWrite,
    output [1:0] ALUOp
);
  assign RegWrite = ((Opcode == 6'b000000) || (Opcode == 6'b100011)) ? 1'b1 : 1'b0;
  assign MemWrite = (Opcode == 6'b101011) ? 1'b1 : 1'b0;
  assign ALUSrc = ((Opcode == 6'b101011) || (Opcode == 6'b100011)) ? 1'b1 : 1'b0;
  assign Branch = (Opcode == 6'b000100) ? 1'b1 : 1'b0;
  assign RegDst = (Opcode == 6'b000000) ? 1'b1 : 1'b0;
  assign MemtoReg = (Opcode == 6'b100011) ? 1'b1 : 1'b0;
  assign ALUOp = (Opcode == 6'b000000) ? 2'b10 : (Opcode == 6'b000100) ? 2'b01 : 2'b00;
endmodule
module decode_cycle (
    input clk,
    input rst,
    input RegWriteW,
    input [31:0] ResultW,
    input [31:0] PCPlus4D,
    input [4:0] WriteRegW,
    input [31:0] InstructionD,
    input FlushE,
    output reg [31:0] PCPlus4E,
    output reg [31:0] SignImmE,
    output reg [31:0] RD1E,
    output reg [31:0] RD2E,
    output reg [4:0] RtE,
    RdE,
    RsE,
    output reg RegWriteE,
    MemtoRegE,
    MemWriteE,
    BranchE,
    ALUSrcE,
    RegDstE,
    output reg [2:0] ALUControlE,
    output [4:0] RsD,
    RtD
);
  wire [31:0] RD1D, RD2D;
  wire [31:0] SignImmD;
  wire RegWriteD, MemtoRegD, MemWriteD, BranchD, ALUSrcD, RegDstD;
  wire [2:0] ALUControlD;
  register_file RF (
      .clk(clk),
      .rst(rst),
      .A1 (InstructionD[25:21]),
      .A2 (InstructionD[20:16]),
      .A3 (WriteRegW),
      .WD3(ResultW),
      .RD1(RD1D),
      .RD2(RD2D),
      .WE3(RegWriteW)
  );
  sign_extend SignExtend (
      .sign_in(InstructionD[15:0]),
      .SignImm(SignImmD)
  );
  control_unit CU (
      .Opcode(InstructionD[31:26]),
      .Funct(InstructionD[5:0]),
      .MemtoReg(MemtoRegD),
      .MemWrite(MemWriteD),
      .Branch(BranchD),
      .ALUSrc(ALUSrcD),
      .RegDst(RegDstD),
      .RegWrite(RegWriteD),
      .ALUControl(ALUControlD)
  );
  assign RsD = InstructionD[25:21];
  assign RtD = InstructionD[20:16];
  always @(posedge clk) begin
    if (rst) begin
      RtE <= 0;
      RdE <= 0;
      RsE <= 0;
      SignImmE <= 0;
      RD1E <= 0;
      RD2E <= 0;
      PCPlus4E <= 0;
      RegWriteE <= 0;
      MemtoRegE <= 0;
      MemWriteE <= 0;
      BranchE <= 0;
      ALUSrcE <= 0;
      RegDstE <= 0;
      ALUControlE <= 0;
    end else begin
      if (FlushE == 1'b1) begin
        RtE <= 0;
        RdE <= 0;
        RsE <= 0;
        SignImmE <= 0;
        RD1E <= 0;
        RD2E <= 0;
        PCPlus4E <= 0;
        RegWriteE <= 0;
        MemtoRegE <= 0;
        MemWriteE <= 0;
        BranchE <= 0;
        ALUSrcE <= 0;
        RegDstE <= 0;
        ALUControlE <= 0;
      end else begin
        RtE <= InstructionD[20:16];
        RdE <= InstructionD[15:11];
        RsE <= InstructionD[25:21];
        SignImmE <= SignImmD;
        PCPlus4E <= PCPlus4D;
        RD1E <= RD1D;
        RD2E <= RD2D;
        RegWriteE <= RegWriteD;
        MemtoRegE <= MemtoRegD;
        MemWriteE <= MemWriteD;
        BranchE <= BranchD;
        ALUSrcE <= ALUSrcD;
        RegDstE <= RegDstD;
        ALUControlE <= ALUControlD;
      end
    end
  end
endmodule
module register_file (
    input clk,
    input rst,
    input [4:0] A1,
    A2,
    A3,
    input [31:0] WD3,
    output [31:0] RD1,
    RD2,
    input WE3
);
  reg [31:0] Registers[31:0];
  assign RD1 = (rst == 1'b1) ? 32'b0 : Registers[A1];
  assign RD2 = (rst == 1'b1) ? 32'b0 : Registers[A2];
  integer i;
  always @(posedge clk) begin
    if (rst) begin
      for (i = 0; i < 32; i = i + 1) begin
        Registers[i] = 32'd0;
      end
    end else if (WE3) begin
      Registers[A3] <= WD3;
    end
  end
endmodule
module sign_extend (
    input  [15:0] sign_in,
    output [31:0] SignImm
);
  assign SignImm = {{16{sign_in[15]}}, sign_in};
endmodule
==> /design/flow/run.sh <==
#!/bin/bash
# OpenROAD 26Q1-2900-gdf79404cd8, Yosys 0.63+post, stock flow scripts
make -C /OpenROAD-flow-scripts/flow DESIGN_CONFIG=/design/flow/config.mk WORK_HOME=/design/flow/orfs finish
==> /design/flow/config.mk <==
export PLATFORM = sky130hd
export DESIGN_NAME = decode_cycle
export DESIGN_NICKNAME = decode_cycle
export VERILOG_FILES = /design/flow/design.v
export SDC_FILE = /design/flow/constraint.sdc
export NUM_CORES = 4
export LEC_CHECK = 1
export CORE_UTILIZATION = 30
==> /design/flow/constraint.sdc <==
current_design decode_cycle

set clk_period 9.3
set clk_io_pct 0.2

create_clock -name clk0 -period $clk_period [get_ports {clk}]

set non_clock_inputs [all_inputs -no_clocks]
set_input_delay [expr $clk_period * $clk_io_pct] -clock clk0 $non_clock_inputs
set_output_delay [expr $clk_period * $clk_io_pct] -clock clk0 [all_outputs]
==> flow_summary.ini <==
; flow metrics
[setup_path]
worstPathCellList = clkdlybuf4s50_1 -> clkdlybuf4s50_1
path_delay_family = buffers and inverters
critPathLaunchType = primary input
cpMaxStageDelayCell = clkdlybuf4s50_1
cp_num_buf_inv = 2
cp_max_fo = 13
endpoint_kind = output port
path_class = primary input to output port
critPathMaxStageDelay_ns = 1.02
cp.arrival_ns = 3.48
cpMostUsedCell = clkdlybuf4s50_1
cp_data_required_time_ns = 7.44

[cells_and_area]
instances_no_fill = 7035
design_area_mm2 = 0.0679
mi_logic_area_mm2 = 0.0231
drive_gt1_share_pct = 15.4
seqCellArea_mm2 = 0.0334
fillers = 18100
fin_util_pct = 35.2
syn2layout_area_growth_pct = 16.2

[clock_tree]
htree_levels = 4
post_cts_buffers = 0
ctsHoldBuffers = 0
path_clk_slew_ns = 0.06
ctsRootBufferMaster = clkbuf_16
cts_buffer_depth = 3
cts_buffers = 132
cts_tree = built
numClockSinks = 1155
clk_latency_ns = 0.78
cts_resized = 0

[job]
maxCapViolCount = 0
tool_warnings = 26

[sta]
tns_ns = 0
rsz0062_at_grt = false
slew_headroom_pct = 25.5
skew_ns = 0.0270
fin_crit_ns = 5.34
hold_viol_final = 0
setup_viol = 0
tightest_slew_ns = 1.11
drv_slew = 0
fin_crit_sh_pct = 57.4
max_freq_mhz = 187

[drt]
vias = 37600
drtIter0Drc = 2522
detail-route-antenna-nets = 0
drcViolationCount = 0
wl_per_cell_um = 29.6
viasPerCell = 5.34
wl_mm = 208
drt_pass1_iterations = 6

[synth]
synth-edff-count = 1024
ys_cells = 4288
netlist_instances = 4288
synth_area_mm2 = 0.0585
async_flop_share_pct = 0
ys.flop_type = edfxtp_1
ys_warn_count = 2
numSynthFlops = 1155
synth.avg_cell_area_um2 = 13.6
ys_chip_area_mm2 = 0.0585
ys_seq_share_pct = 57.1
ys_types = 51

[floorplanning]
core_mm2 = 0.193
die_area_mm2 = 0.197
design.portCount = 267
fp.dieW_um = 443
initial_core_util_pct = 30.3
die_h_um = 443
num_rows = 161

[place]
gp_congestion = 0.934
dpl.hpwl_mm = 124
dp.cells = 6790
place_area_mm2 = 0.0636
portBuffers = 266

[power_and_ir_drop]
netSwitchingPower_w = 0.00313
p_sw_share_pct = 24.9
clockPowerShare_pct = 41.7
peakVddDrop_mv = 0.117
leakagePower_nw = 24.3
p_seq_share_pct = 48.3
p_int_w = 0.00944
comb_power_share_pct = 10.0
power_density_mw_per_mm2 = 185

[global_route]
grt_pass1_vias = 39200
antenna_found_initial = 11
grt_start_max_net_pins = 61
grt_pass1_wl_mm = 291
track_usage_pct = 22.1
overflow = 0

[hold_path]
min_path_type = register to register

[status]
status = finished clean
-- routing by layer --
| layer | GRT usage, % | part of all wire, % | vias up |
|---|---|---|---|
| li1 | - | - | 16300 |
| met1 | 25.7 | 35 | 18200 |
| met2 | 32.6 | 45 | 2551 |
| met3 | 14.1 | 15 | 516 |
| met4 | 9.47 | 5.4 | 12 |
| met5 | 1.10 | 0.15 | - |
-- power by group through the flow --
stage | Combinational [W] | Sequential [W] | Clock, W
6_report | 0.00125 | 0.00607 | 0.00524
4_1_cts | 0.00125 | 0.00607 | 0.00533
5_1_grt | 0.00132 | 0.00610 | 0.00551
-- state kept, by name, summed over array words and instances, names as in the netlist --
register	flops
MemtoRegE	1
RF.Registers	1024
ALUControlE	3
SignImmE	15
MemWriteE	1
RD2E	32
RsE	5
RD1E	32
RegDstE	1
PCPlus4E	32
RtE	5
ALUSrcE	1
RdE	1
BranchE	1
RegWriteE	1
-- worst paths after layout --
check	slack, ns	endpoint	depth (start not counted)	from
worst max register to register	7.40	RD2E[1]$_SDFF_PP0_	5	RF.Registers[9][1]$_SDFFCE_PN0P_
worst min-delay path	0.77	RD1E[26]$_SDFF_PP0_	4	RF.Registers[17][26]$_SDFFCE_PN0P_
worst min register to register	0.77	RD1E[26]$_SDFF_PP0_	4	RF.Registers[17][26]$_SDFFCE_PN0P_
worst max-delay path	3.96	RsD[1]	2	InstructionD[22]
-- kinds of logic after synthesis --
family / after synthesis / synth area share (%)
AND/OR/NAND/NOR: 1394 / 14.9
AND-OR/OR-AND: 449 / 5.49
multiplexers: 828 / 18.4
flip-flops: 1155 / 57.1
buffers and inverters: 462 / 4.13
-- cell usage in the layout (no fill, tap or decap), types with 4 or more instances in the layout --
| master | Yosys | layout |
|---|---|---|
| and2_1 | 1082 | 1082 |
| edfxtp_1 | 1024 | 1024 |
| mux2i_1 | 628 | 628 |
| clkdlybuf4s50_1 | 0 | 262 |
| a22oi_1 | 250 | 250 |
| mux4_2 | 198 | 198 |
| buf_4 | 90 | 168 |
| clkbuf_16 | 0 | 133 |
| dfxtp_1 | 131 | 131 |
| nor2_1 | 98 | 71 |
| o22ai_1 | 65 | 65 |
| nand3_1 | 66 | 64 |
| a221oi_1 | 63 | 63 |
| a21oi_1 | 63 | 63 |
| nor2_4 | 0 | 35 |
| or2_2 | 32 | 32 |
| nor4_2 | 31 | 31 |
| nor4_1 | 31 | 31 |
| clkinv_2 | 0 | 23 |
| clkbuf_1 | 257 | 23 |
| clkinv_1 | 0 | 22 |
| clkbuf_8 | 0 | 12 |
| bufinv_16 | 0 | 10 |
| clkinv_8 | 0 | 8 |
| nand3b_1 | 5 | 5 |
| inv_6 | 0 | 5 |
| diode_2 | 0 | 4 |
| nor4bb_4 | 0 | 4 |
| nor2b_4 | 0 | 4 |
-- Yosys cell counts, types with 25 or more instances --
| master | instances | share of area (%) |
|---|---|---|
| and2_1 | 1082 | 12 |
| edfxtp_1 | 1024 | 53 |
| mux2i_1 | 628 | 11 |
| clkbuf_1 | 257 | 1.7 |
| a22oi_1 | 250 | 3.2 |
| mux4_2 | 198 | 7.6 |
| dfxtp_1 | 131 | 4.5 |
| nor2_1 | 98 | 0.63 |
| buf_4 | 90 | 1.2 |
| nand3_1 | 66 | 0.57 |
| o22ai_1 | 65 | 0.70 |
| a21oi_1 | 63 | 0.54 |
| a221oi_1 | 63 | 0.94 |
| buf_2 | 55 | 0.47 |
| or2_2 | 32 | 0.34 |
| nor4_1 | 31 | 0.33 |
| nor4_2 | 31 | 0.66 |
| buf_6 | 26 | 0.50 |
| clkbuf_2 | 25 | 0.21 |
-- through the flow --
| step | hold slack, ns | worst slack [ns] | total power, W |
|---|---|---|---|
| after CTS | 0.771 | 3.96 | 0.0127 |
| after detailed placement | 0.769 | 3.81 | 0.00742 |
| after floorplan | 0.701 | 5.48 | 0.00685 |
| after global placement | 0.762 | 3.79 | 0.00741 |
| after global routing | 0.822 | 3.91 | 0.0129 |
| final | 0.770 | 3.96 | 0.0126 |
-- layout make-up --
type	count	share of cell area, %
Antenna cell	4	0.0147
Clock buffer	166	5.23
Clock inverter	75	1.15
Inverter	3	0.0166
Multi-Input combinational cell	2671	34.0
Sequential cell	1155	49.1
Tap cell	2526	4.65
Timing Repair Buffer	435	5.83
Power and IR drop assume default switching activity.
